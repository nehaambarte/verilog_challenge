$ cat /design/flow/run.sh
#!/bin/bash
# OpenROAD 26Q1-2900-gdf79404cd8, Yosys 0.63+post, stock flow scripts
make -C /OpenROAD-flow-scripts/flow DESIGN_CONFIG=/design/flow/config.mk WORK_HOME=/design/flow/orfs finish
$ cat /design/flow/config.mk
export PLATFORM = sky130hd
export DESIGN_NAME = Day_08
export DESIGN_NICKNAME = Day_08
export VERILOG_FILES = /design/flow/design.v
export SDC_FILE = /design/flow/constraint.sdc
export NUM_CORES = 4
export LEC_CHECK = 1
export CORE_AREA = 10 10 70 70
export DIE_AREA = 0 0 80 80
$ cat /design/flow/constraint.sdc
current_design Day_08

set clk_period 1.0
set clk_io_pct 0.2

create_clock -name clk0 -period $clk_period

set non_clock_inputs [all_inputs -no_clocks]
set_input_delay [expr $clk_period * $clk_io_pct] -clock clk0 $non_clock_inputs
set_output_delay [expr $clk_period * $clk_io_pct] -clock clk0 [all_outputs]
$ cat /design/flow/design.v
`timescale 1ns / 1ps
module Day_08 #(parameter N =4)(
input wire [N-1:0] b_in ,
output [2**N-1 :0]one_hot_w
    );
assign one_hot_w = ( 1 << b_in);
endmodule
==> impl_metrics.json <==
{
  "ant_nets": 0,
  "drcViolationCount": 0,
  "die_height_um": 80,
  "cellPowerDensity_mw_per_mm2": 337,
  "place_inst": 86,
  "ys_seq_frac": 0,
  "cp-end-kind": "output port",
  "slew_headroom": 0.864,
  "final-setup-viol-count": 13,
  "crit_fanout": 6,
  "routed_wl_um": 1390,
  "p_leak_uw": 0.000346,
  "post_drt_wl_per_cell_um": 13.1,
  "instances_no_fill": 106,
  "vias_per_cell": 3.24,
  "num_antenna_cells": 0,
  "die_area_sq_mm": 0.00640,
  "grt_overflow": 0,
  "fmax_ghz": 0.874,
  "dpl_cell_area_sq_um": 497,
  "stdcell_area_sq_um": 716,
  "grt_first_pass_wirelength_um": 1980,
  "drive_gt1_frac": 0.900,
  "area_growth_pct": 216,
  "violations": "negative setup slack",
  "syn-instance-count": 20,
  "cap_violations": 0,
  "worst_slack_ps": -144,
  "dr.pass1.iters": 2,
  "fp_util": 0.0663,
  "avgSynthCellArea_sq_um": 11.3,
  "hold_ws_ps": 765,
  "synth_cell_types": 6,
  "n_sequential_cell": 0,
  "ioPinCount": 20,
  "hp-class": "primary input to output port",
  "status": "finished with violations",
  "yosys_area_sq_um": 226,
  "layout_top_cell": "buf_6",
  "rsz0062_at_grt": "true",
  "tightest_slew_ps": 203,
  "warning_count": 34,
  "die_w_um": 80,
  "min_from": "b_in[0]",
  "critPathKind": "primary input to output port",
  "place_ws_ps": -800,
  "hold_viol": 0,
  "drt-initial-drc-count": 17,
  "ys_warn_count": 0,
  "finalCritPeriodShare": 1.14,
  "ctsHoldBuffers": 0,
  "synth.cell_area_sq_um": 226,
  "fin_crit_ps": 1140,
  "regArea_sq_um": 0,
  "cp.required_ps": 800,
  "placementRows": 21,
  "coreArea_sq_mm": 0.00342,
  "grt_pass1_vias": 344,
  "vias": 343,
  "num-clock-buffers": 0,
  "grt_max_degree": 9,
  "cp_data_arrival_time_ps": 940,
  "critPathLaunch": "b_in[1]",
  "critPathLaunchType": "primary input",
  "ir_worst_vdd_mv": 0.149,
  "slew_viol_final": 0,
  "place_hpwl_um": 634,
  "grt_usage": 0.0383,
  "antenna_found_initial": 0,
  "final_cell_mix": "16 x buf_6, 15 x buf_2, 6 x and4bb_2, 6 x buf_4",
  "port_buffers": 20,
  "gp_congestion": 0.721,
  "yosys_cells": 20
}
layer usage:
| layer | GRT usage | up-vias | part of all wire |
|---|---|---|---|
| met5 | 0 | - | 0 |
| met4 | 0 | 0 | 0 |
| met3 | 0.0148 | 0 | 0.099 |
| met2 | 0.0393 | 20 | 0.34 |
| met1 | 0.0686 | 154 | 0.56 |
| li1 | - | 169 | - |
kinds of logic (layout without fill, tap and decap cells):
group         Yosys count  count (layout)  share of synthesized area
buf+inv                 4              44                      0.133
simple gates           16              16                      0.867
cell usage after synthesis, drive strengths merged:
master | number | area, sq um
and4 | 1 | 8.76
and4bb | 6 | 75.1
nor4b | 4 | 60.1
nor4 | 1 | 12.5
and4b | 4 | 40.0
buf | 4 | 30.0
critical path, stage by stage:
cell,delay (ps)
buf_8,100
buf_6,120
buf_6,120
nor4b_4,270
buf_2,140
timing repair:
| item | 4_1_cts | 5_1_grt |
|---|---|---|
| setup endpoints to repair | 16 | 13 |
| cloned | 4 | 0 |
| pin swaps | 9 | 5 |
| resized | 89 | 10 |
| setup buffers | 14 | 3 |
final timing paths:
path,slack [ps],cells past startpoint,endpoint
max,-140,5,one_hot_w[1]
min,770,4,one_hot_w[4]
layout make-up:
cell class         count  area, sq um
fillers              368         2700
repair buffers        44          418
well taps             46         57.6
multi-input cells     16          240
power breakdown:
part           leakage, uW  switching (uW)  internal (uW)
Clock                    0               0              0
Sequential               0               0              0
Combinational     0.000346            84.6            156
Total             0.000346            84.6            156
stage by stage:
stage | setup TNS (ps) | total power (uW) | util
after floorplan | 0 | 50.9 | -
final | -1160 | 241 | 0.210
after global placement | -12140 | 121 | 0.145
after CTS | -973 | 207 | 0.189
after detailed placement | -12000 | 123 | 0.145
after global routing | -1640 | 257 | 0.210
Power figures rest on the tool's default switching activity, not on a simulated workload.
