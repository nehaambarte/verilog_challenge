==> flow/design.v <==
`timescale 1ns / 1ps
module ALU_8bit(
input [7:0]a_i,
input[7:0]b_i,
input[2:0]op_i,
output reg[7:0]alu_o
    );
always @(*)
begin
case(op_i)
3'b000: alu_o = (a_i + b_i );  
3'b001: alu_o = (a_i - b_i);  
3'b010: alu_o = a_i[7:0] << b_i[2:0] ;  
3'b011: alu_o = a_i[7:0] >> b_i[2:0] ;  
3'b100: alu_o = a_i & b_i ;  
3'b101: alu_o = a_i | b_i ; 
3'b110: alu_o = a_i ^ b_i ; 
3'b111: 
begin
        if(a_i == b_i)
        begin
        alu_o = 8'b00000001;
        end
        else
        begin
        alu_o = 8'b00000000;
        end
    end    
    default:alu_o =8'b00000000;
endcase
end
endmodule
==> flow/run.sh <==
#!/bin/bash
# OpenROAD 26Q1-2900-gdf79404cd8, Yosys 0.63+post, stock flow scripts
make -C /OpenROAD-flow-scripts/flow DESIGN_CONFIG=/design/flow/config.mk WORK_HOME=/design/flow/orfs finish
==> flow/config.mk <==
export PLATFORM = sky130hd
export DESIGN_NAME = ALU_8bit
export DESIGN_NICKNAME = ALU_8bit
export VERILOG_FILES = /design/flow/design.v
export SDC_FILE = /design/flow/constraint.sdc
export NUM_CORES = 4
export LEC_CHECK = 1
export CORE_AREA = 10 10 99 99
export DIE_AREA = 0 0 109 109
==> flow/constraint.sdc <==
current_design ALU_8bit

set clk_period 5.5
set clk_io_pct 0.2

create_clock -name clk0 -period $clk_period

set non_clock_inputs [all_inputs -no_clocks]
set_input_delay [expr $clk_period * $clk_io_pct] -clock clk0 $non_clock_inputs
set_output_delay [expr $clk_period * $clk_io_pct] -clock clk0 [all_outputs]
==> results.sh <==
# physical design summary
export IMPL_status="finished, final reports clean"
export IMPL_mostFrequentLayoutCells="clkdlybuf4s50_1 (27), inv_1 (25), ha_1 (24)"
export IMPL_postCtsSetupBuffers=0
export IMPL_top_area_cell="ha_1"
export IMPL_synth_chip_area_mm2=0.00166
export IMPL_antenna_cells=0
export IMPL_routed_wl_um=5460
export IMPL_max_vdd_ir_drop_v=0.0000333
export IMPL_hp_class="in -> out"
export IMPL_core_util_floorplan_pct=21.5
export IMPL_die_x_um=109
export IMPL_arrival_ns=3.95
export IMPL_final_cell_area_mm2=0.00206
export IMPL_overflow=0
export IMPL_fill_cells=841
export IMPL_critPathSlowestCell="clkdlybuf4s50_1"
export IMPL_total_power_uw=183
export IMPL_slew_headroom_pct=52.7
export IMPL_portBuffers=27
export IMPL_finalCritPeriodShare_pct=91.9
export IMPL_post_drt_via_cell_ratio=4.99
export IMPL_worstSetupEndpointType="primary output"
export IMPL_seq_cells=0
export IMPL_fin_cells=345
export IMPL_p_leak_uw=0.000870
export IMPL_globalplace_congestion=0.936
export IMPL_area_growth_pct=23.9
export IMPL_crit_cells=11
export IMPL_hold_path_startpoint="a_i[1]"
export IMPL_drv_cap=0
export IMPL_grt_pass1_wl_um=9000
export IMPL_ys_warnings_count=1
export IMPL_path_cells="clkdlybuf4s50_1, ha_1, inv_1, fa_1, or2b_1, a21oi_1, o21ai_0, nand4b_1, o221ai_1, nor3_1, clkdlybuf4s50_1"
export IMPL_first_pass_iters=4
export IMPL_hold_viol_final=0
export IMPL_row_count=32
export IMPL_register_area_um2=0
export IMPL_lay_top_count="clkdlybuf4s50_1"
export IMPL_cp_required_ns=4.40
export IMPL_rsz0062_at_grt="false"
export IMPL_antenna_found_initial=0
export IMPL_start_kind="input pin"
export IMPL_ys_top_cells_by_area="ha_1 (18%), mux2i_1 (7.8%), inv_1 (5.6%)"
export IMPL_ys_cells=220
export IMPL_drc=0
export IMPL_syn_cell_area_mm2=0.00166
export IMPL_ant_nets=0
export IMPL_grt_max_degree=20
export IMPL_die_size_y_um=109
export IMPL_warning_count=48
export IMPL_synth_cell_type_count=54
export IMPL_core_mm2=0.00773
export IMPL_grt_usage_pct=9.33
export IMPL_critPathBufInv=3
export IMPL_synthesis_instances=220
export IMPL_dp_cells=345
export IMPL_worstSetupPathType="in -> out"
export IMPL_crit_path_max_fanout=6
export IMPL_cts_resized=0
export IMPL_slew_violations=0
export IMPL_syn_avg_cell_area_um2=7.55
export IMPL_finalSetupTns_ns=0
export IMPL_top_area_share_pct=18.1
export IMPL_crit_family="buffers and inverters"
export IMPL_fin_crit_ns=5.05
export IMPL_clock_buffers=0
export IMPL_holdWs_ns=3.37
export IMPL_fmax_ghz=0.198
export IMPL_ys_seq_share_pct=0
export IMPL_post_drt_wl_per_cell_um=15.8
export IMPL_grt_pass1_vias=1669
export IMPL_drive_gt1_share_pct=9.47
export IMPL_slowest_delay_ns=0.58
export IMPL_hold_depth=5
export IMPL_hpwlAfterDp_um=4430
export IMPL_dr_total_vias=1723
export IMPL_tightestPinTransition_ns=0.707
export IMPL_setup_viol=0
export IMPL_hold_buffers=0
export IMPL_power_density_mw_per_mm2=89.0
export IMPL_placed_cell_area_mm2=0.00206
export IMPL_die_area_mm2=0.0119
export IMPL_io_pins=27
export IMPL_whs_endpoint="alu_o[1]"
export IMPL_first_iter_violations=150
export IMPL_crit_top_cell="clkdlybuf4s50_1"
## per-layer routing
| metal | GRT usage [%] | part of all wire [%] | up-vias |
|---|---|---|---|
| li1 | - | - | 865 |
| met1 | 14.0 | 48 | 809 |
| met2 | 14.8 | 45 | 47 |
| met3 | 1.02 | 5.8 | 2 |
| met4 | 0.377 | 0.44 | 0 |
| met5 | 0 | 0 | - |
## kinds of logic (layout without fill, tap and decap cells)
group	count (synthesis)	after routing	synth area share [%]
xor gates and xnor gates	6	6	3.16
muxes	19	19	16.4
and+or+nand+nor	64	64	20.9
adders and majority gates	26	26	20.5
buffers and inverters	41	64	11.1
AOI/OAI and AO/OA	64	64	27.9
## area by class of cell
class	instances	area [um^2]	share of cell area [%]
inverter	25	93.8	4.56
multi-input combinational	179	1480	71.7
tap	102	128	6.20
timing repair buffer	39	360	17.5
## through the flow
stage | setup WS, ns | util (%)
6_report | 0.448 | 26.6
5_1_grt | 0.198 | 26.6
4_1_cts | 0.401 | 26.6
3_5_place_dp | 0.411 | 26.6
3_3_place_gp | 0.443 | 26.6
2_1_floorplan | 1.37 | -
## cell usage after synthesis (3+ instances only)
master / instances
nand3_1: 3
nor3_1: 5
ha_1: 24
nor2b_1: 6
and4_1: 3
nand2b_1: 4
a31oi_1: 5
buf_2: 7
clkbuf_1: 5
nor2_1: 19
a211oi_1: 3
xor2_1: 4
nand2_1: 8
a22oi_1: 7
mux2i_1: 13
inv_1: 25
o21ai_0: 14
a21oi_1: 14
mux4_2: 4
## worst max-delay path by stage
stage	startpoint	endpoint	slack (ns)
CTS	a_i[0]	alu_o[6]	0.40
finish	a_i[0]	alu_o[6]	0.45
global route	a_i[0]	alu_o[6]	0.20
## where the power goes
| group | total (uW) | internal, uW | switching, uW |
|---|---|---|---|
| clock network | 0 | 0 | 0 |
| registers | 0 | 0 | 0 |
| logic | 183 | 89.4 | 93.8 |
Power figures rest on the tool's default switching activity, not on a simulated workload.
